--- ./config.mk ---
export PLATFORM = sky130hd
export DESIGN_NAME = quick_spi_hard
export DESIGN_NICKNAME = quick_spi_hard
export VERILOG_FILES = /design/flow/design.v
export SDC_FILE = /design/flow/constraint.sdc
export NUM_CORES = 4
export LEC_CHECK = 1
export CORE_UTILIZATION = 30
--- ./constraint.sdc ---
current_design quick_spi_hard

set clk_period 5.9
set clk_io_pct 0.2

create_clock -name clk0 -period $clk_period [get_ports {clk}]

set non_clock_inputs [all_inputs -no_clocks]
set_input_delay [expr $clk_period * $clk_io_pct] -clock clk0 $non_clock_inputs
set_output_delay [expr $clk_period * $clk_io_pct] -clock clk0 [all_outputs]
--- ./design.v ---
`timescale 1ns / 1ps
module quick_spi_hard #
(
    parameter NUMBER_OF_SLAVES = 2,
    parameter INCOMING_DATA_WIDTH = 8,
    parameter OUTGOING_DATA_WIDTH = 16,
	parameter BITS_ORDER = 1,
	parameter BYTES_ORDER = 0,
	parameter EXTRA_WRITE_SCLK_TOGGLES = 6,
    parameter EXTRA_READ_SCLK_TOGGLES = 4,
    parameter CPOL = 0,
    parameter CPHA = 0,
    parameter MOSI_IDLE_VALUE = 1'b0
)
(
    input wire clk,
    input wire reset_n,
    input wire enable,
    input wire start_transaction,
    input wire[NUMBER_OF_SLAVES-1:0] slave,
    input wire operation,
    output reg end_of_transaction,
    output reg[INCOMING_DATA_WIDTH-1:0] incoming_data,
    input wire[OUTGOING_DATA_WIDTH-1:0] outgoing_data,
    output reg mosi,
    input wire miso,
    output reg sclk,
    output reg[NUMBER_OF_SLAVES-1:0] ss_n);
localparam READ = 1'b0;
localparam WRITE = 1'b1;
localparam READ_SCLK_TOGGLES = (INCOMING_DATA_WIDTH * 2) + 2;
localparam ALL_READ_TOGGLES = EXTRA_READ_SCLK_TOGGLES + READ_SCLK_TOGGLES;
localparam NUMBER_OF_FULL_BYTES = OUTGOING_DATA_WIDTH > 1 ? (OUTGOING_DATA_WIDTH / 8) : 0;
localparam NUMBER_OF_PARTICULAR_BITS = OUTGOING_DATA_WIDTH > (NUMBER_OF_FULL_BYTES * 8) ? 1 : 0;
localparam NUMBER_OF_BYTES = NUMBER_OF_FULL_BYTES + NUMBER_OF_PARTICULAR_BITS;
localparam MAX_BYTES_INDEX = NUMBER_OF_BYTES - 1;
integer sclk_toggle_count;
integer transaction_toggles;
reg spi_clock_phase;
reg[1:0] state;
localparam IDLE = 2'b00;
localparam ACTIVE = 2'b01;
localparam WAIT = 2'b10;
reg[INCOMING_DATA_WIDTH - 1:0] incoming_data_buffer;
reg[OUTGOING_DATA_WIDTH - 1:0] outgoing_data_buffer;
reg[64 - 1:0] intermediate_buffer;
reg[2:0] bit_counter;
reg[3:0] byte_counter;
always @ (posedge clk) 
begin
    if(!reset_n) 
	begin
        end_of_transaction <= 1'b0;
        mosi <= MOSI_IDLE_VALUE;
        sclk <= CPOL;
        ss_n <= {NUMBER_OF_SLAVES{1'b1}};
        sclk_toggle_count <= 0;
        transaction_toggles <= 0;
        spi_clock_phase <= ~CPHA;
        incoming_data <= {INCOMING_DATA_WIDTH{1'b0}};
        incoming_data_buffer <= {INCOMING_DATA_WIDTH{1'b0}};
        outgoing_data_buffer <= {OUTGOING_DATA_WIDTH{1'b0}};
        state <= IDLE;
        bit_counter <= 0;
        byte_counter <= 0;
    end
    else begin
        case(state)
            IDLE: 
			begin                
                if(enable) 
				begin
				    bit_counter <= 0;
                    byte_counter <= 0;
                    if(start_transaction) 
					begin
                        transaction_toggles <= (operation == READ) ? ALL_READ_TOGGLES : EXTRA_WRITE_SCLK_TOGGLES;
						intermediate_buffer = put_data(outgoing_data, BYTES_ORDER);
				        outgoing_data_buffer <= intermediate_buffer[15:0];
                        state <= ACTIVE;
                    end
                end
            end
            ACTIVE: 
			begin
                ss_n[slave] <= 1'b0;
                spi_clock_phase <= ~spi_clock_phase;
                if(ss_n[slave] == 1'b0) 
				begin
                    if(sclk_toggle_count < (OUTGOING_DATA_WIDTH * 2) + transaction_toggles) 
					begin
                        sclk <= ~sclk;
                        sclk_toggle_count <= sclk_toggle_count + 1;
                    end
                end
                if(spi_clock_phase == 1'b0) 
				begin
                    if(operation == READ) 
					begin
                        if(sclk_toggle_count > ((OUTGOING_DATA_WIDTH * 2) + EXTRA_READ_SCLK_TOGGLES)-1) 
						begin
                            incoming_data_buffer <= incoming_data_buffer >> 1;
                            incoming_data_buffer[INCOMING_DATA_WIDTH-1] <=  miso;
                        end
                    end
                end
                else 
				begin 
                    if(sclk_toggle_count < (OUTGOING_DATA_WIDTH * 2) - 1)
					begin
					    if(BITS_ORDER == 0)
					    begin                  
                            mosi <= outgoing_data_buffer[0];  
                            outgoing_data_buffer <= outgoing_data_buffer >> 1;
                        end
                        else
                        begin
                            bit_counter <= bit_counter + 1;
                            mosi <= outgoing_data_buffer[7 - bit_counter];
                            if(bit_counter == 7)
                                outgoing_data_buffer <= outgoing_data_buffer >> 8;   
                        end
                    end
                end
                if(sclk_toggle_count == (OUTGOING_DATA_WIDTH * 2) + transaction_toggles) 
				begin
                    ss_n[slave] <= 1'b1;
                    mosi <= MOSI_IDLE_VALUE;
                    incoming_data <= incoming_data_buffer;
                    incoming_data_buffer <= {INCOMING_DATA_WIDTH{1'b0}};
                    outgoing_data_buffer <= {OUTGOING_DATA_WIDTH{1'b0}};
                    sclk <= CPOL;
                    spi_clock_phase <= ~CPHA;
                    sclk_toggle_count <= 0;
                    end_of_transaction <= 1'b1;
                    state <= WAIT;
                end
            end
            WAIT: 
			begin
                incoming_data <= {INCOMING_DATA_WIDTH{1'b0}};
                end_of_transaction <= 1'b0;
                state <= IDLE;
            end
        endcase
    end
end
function [64 - 1:0] put_data(input reg [64 - 1 : 0] data, input reg order);
    reg [64 - 1:0] result;
    reg[7:0] shift;   
begin
    shift = 64 - NUMBER_OF_BYTES * 8;
	if (order == 1) 
	begin
	      result = {data[7:0], data[15:8], data[23:16], data[31:24], data[39:32], data[47:40], data[55:48], data[63:56]};    
		 if(shift > 0)
		     put_data = result >> shift;
		 else put_data = result;
	end
	else if (order == 0) 
	begin
	    put_data = data;
	end
end
endfunction
endmodule
--- ./run.sh ---
#!/bin/bash
# OpenROAD 26Q1-2900-gdf79404cd8, Yosys 0.63+post, stock flow scripts
make -C /OpenROAD-flow-scripts/flow DESIGN_CONFIG=/design/flow/config.mk WORK_HOME=/design/flow/orfs finish
==> reports/summary.log <==
INFO  final_timing   timing.max_slew.rel_slack=39.6%
INFO  synth          synth.cell_area=3810um2
INFO  drt            met2WireLength=3.88mm
INFO  cts            cts_tree=built
INFO  global_route   initial_antenna_violation_count=0
INFO  drt            insertedDiodeCount=0
INFO  final_timing   period_minus_slack=3.81ns
INFO  synth          yosys.stat.chipArea=3810um2
INFO  global_route   first_global_vias=3236
INFO  worst_setup_path cp_data_arrival_time=4.07ns
INFO  pwr            design_power_total=1.22mW
INFO  finish         areaGrowthSynthToFinish=20.7%
INFO  cts            clk_pin_slew_worst_paths=0.06ns
INFO  synth          common_cells=sky130_fd_sc_hd__dfxtp_1 (79), sky130_fd_sc_hd__nand2_1 (55), sky130_fd_sc_hd__a21oi_1 (37), sky130_fd_sc_hd__o21ai_0 (34), sky130_fd_sc_hd__nand3_1 (28)
INFO  worst_setup_path critical_path.startpoint_type=input pin
INFO  synth          number_of_register_bits_inferred_by_synthesis=79
INFO  global_route   track_usage=14.5%
INFO  synth          netlist.top_cell.by_instances=sky130_fd_sc_hd__dfxtp_1
INFO  worst_hold_path timing.hold.worst.class=flip-flop to flip-flop
INFO  placement      dp_slack=1.76ns
INFO  floorplan      fp_util=31.2%
INFO  final_timing   worst_slew_pin_slew=0.905ns
INFO  drt            route.top_layer_used=met4
INFO  cts            worstSkewPairLatency=0.34ns
INFO  cts            clock_path_buffers=2
INFO  cts            cts_root_buffer=sky130_fd_sc_hd__clkbuf_16
INFO  final_timing   report.final.hold_viol_count=0
INFO  floorplan      die-height=115um
INFO  final_timing   post_route_setup_tns=0ns
INFO  drt            routedWlPerCell=13.1um
INFO  pwr            cellPowerDensity=265nW/um2
INFO  final_timing   fin_worst_skew=0.0113ns
INFO  global_route   first_pass_grt_wire_length=15.2mm
INFO  placement      place_congestion=0.800
INFO  synth          synth.area.top_cells=sky130_fd_sc_hd__dfxtp_1 (42%), sky130_fd_sc_hd__nand2_1 (5.4%), sky130_fd_sc_hd__a21oi_1 (4.9%), sky130_fd_sc_hd__o21ai_0 (4.5%), sky130_fd_sc_hd__nor2b_1 (3.8%)
INFO  global_route   pin_count_of_the_biggest_net_entering_global_routing=58
INFO  final_timing   fin_crit_sh=64.5%
INFO  global_route   grt_remaining_overflow=0
INFO  floorplan      die_width=115um
INFO  job            max_cap_violations=0
INFO  drt            route.detailed.vias_per_inst=5.16
INFO  drt            met3WireLength=392um
INFO  cts            cts.repair.resized=0
INFO  drt            detail-route-antenna-nets=0
INFO  synth          netlist.top_cell.by_area=sky130_fd_sc_hd__dfxtp_1
INFO  floorplan      fp-row-count=40
INFO  synth          post_synth.cell_area_avg=8.35um2
INFO  synth          ys.warnings.count=1
INFO  drt            m1WireLength=4.19mm
INFO  placement      dp_hpwl=5.74mm
INFO  synth          edf_count=0
INFO  drt            drt_pass1_iterations=4
INFO  pwr            p_leak=1.62nW
INFO  synth          synth-seq-area-share=41.5%
INFO  worst_setup_path required=6.17ns
INFO  synth          syn-instance-count=456
INFO  drt            route.detailed.drc=0
INFO  worst_setup_path timing_worst_setup_path_type=input pin to flip-flop
INFO  cts            cts.hold.buffers_added=0
INFO  placement      place.port_buffers=36
INFO  cts            cts.sink_count=79
INFO  cts            cts-buffers-inserted=9
INFO  floorplan      num_ports=37
INFO  floorplan      core-area=12200um2
INFO  final_timing   setup_viol=0
INFO  synth          asyncSetResetFlopFracSynth=0%
INFO  pwr            worst_ir_drop_vdd=0.231mV
INFO  finish         layout.cell_area.non_filler=4600um2
INFO  final_timing   finalMaxSlewViolations=0
INFO  cts            cts.repair_timing.setup_buffer_count=0
INFO  drt            num_vias=3366
INFO  final_timing   timing.final.ws_setup=2.09ns
INFO  synth          top_cell_area_share=41.5%
INFO  floorplan      chip_area=13200um2
INFO  drt            detail_route.wirelength=8.53mm
INFO  synth          yosysCellCount=456
INFO  placement      total_placed_instance_area=4280um2
INFO  job            warnings=25
INFO  synth          synth.lib_cells_used.distinct=54
INFO  synth          postSynth.topFlopCell=sky130_fd_sc_hd__dfxtp_1
INFO  outcome        run_status=complete, no violations
INFO  worst_setup_path path_max_fanout=14
INFO  final_timing   max_freq=263MHz
INFO  finish         layout.filler_cells=1266
INFO  worst_setup_path timing.critical_path.to_type=flip-flop
INFO  cts            number_of_h_tree_levels=3
INFO  finish         drive_above_1_share=5.99%
INFO  drt            initialDrtViolationCount=131
INFO  final_timing   grt_setup_unrepaired=no
-- report_power, final --
part | total (mW) | internal (mW) | switching [mW] | leakage, nW
Clock | 0.574 | 0.353 | 0.221 | 0.152
Combinational | 0.0821 | 0.0432 | 0.0389 | 0.827
Sequential | 0.560 | 0.549 | 0.0112 | 0.641
Total | 1.22 | 0.945 | 0.271 | 1.62
-- flip-flops by register name (all words and copies together) (netlist names), named ones only --
| name | cells |
|---|---|
| outgoing_data_buffer | 16 |
| spi_clock_phase | 1 |
| state | 3 |
| mosi | 1 |
| end_of_transaction | 1 |
| incoming_data | 8 |
| incoming_data_buffer | 8 |
| bit_counter | 3 |
| sclk_toggle_count | 32 |
| transaction_toggles | 2 |
| sclk | 1 |
-- metal layers --
metal	track usage, %	vias to the layer above
li1	-	1727
met1	21.1	1581
met2	23.4	53
met3	3.07	5
met4	1.39	0
met5	0	-
-- logic make-up after synthesis --
kind of cell               share of synthesized area (%)
adders and majority gates                           1.97
and+or+nand+nor                                     26.4
muxes                                               2.79
AOI/OAI and AO/OA                                   21.4
buffers and inverters                               4.11
xor gates and xnor gates                            1.84
DFF                                                 41.5
-- area by class of cell --
type | instances | area (um2) | share of cell area (%)
clock buffers | 11 | 253 | 5.50
clock inverters | 5 | 63.8 | 1.39
inverters | 9 | 33.8 | 0.735
multi-input cells | 340 | 2070 | 45.0
flip-flops and latches | 79 | 1580 | 34.4
well taps | 168 | 210 | 4.57
repair buffers | 40 | 385 | 8.38
-- worst max-delay path, stage by stage --
cell and delay [ns]:
sky130_fd_sc_hd__clkdlybuf4s50_1 0.51, sky130_fd_sc_hd__mux2i_1 0.35, sky130_fd_sc_hd__and3_1 0.23, sky130_fd_sc_hd__o2111ai_1 0.42
sky130_fd_sc_hd__a2111o_1 0.73, sky130_fd_sc_hd__or4_1 0.51, sky130_fd_sc_hd__a21oi_1 0.14
-- final timing paths --
path / slack (ns) / end / depth (start not counted) / from
hold / removal: 0.46 / outgoing_data_buffer[15] / 2 / outgoing_data_buffer[15]
hold reg to reg: 0.46 / outgoing_data_buffer[15] / 2 / outgoing_data_buffer[15]
setup reg to reg: 2.65 / sclk_toggle_count[27] / 8 / sclk_toggle_count[2]
setup / recovery: 2.09 / sclk_toggle_count[27] / 7 / slave[0]
-- cell usage in the layout, fill, tap and decap left out, types with 15 or more instances in the layout --
cell / n
sky130_fd_sc_hd__dfxtp_1: 79
sky130_fd_sc_hd__nand2_1: 55
sky130_fd_sc_hd__a21oi_1: 37
sky130_fd_sc_hd__clkdlybuf4s50_1: 35
sky130_fd_sc_hd__o21ai_0: 34
sky130_fd_sc_hd__nand3_1: 28
sky130_fd_sc_hd__nor2b_1: 23
sky130_fd_sc_hd__nand4_1: 19
sky130_fd_sc_hd__nor2_1: 16
sky130_fd_sc_hd__or3_1: 15
-- through the flow --
stage	hold WS [ns]	cells	utilization, %
2_1_floorplan	0.430	456	-
3_3_place_gp	0.450	636	35.1
3_5_place_dp	0.454	636	35.1
4_1_cts	0.462	652	37.7
5_1_grt	0.484	652	37.7
6_report	0.463	652	37.7
Power figures rest on the tool's default switching activity, not on a simulated workload.
